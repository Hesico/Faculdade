`design.v`:
```
module semaforo(
					input clk,
					output reg [1:0] c1, c2,
					output reg  p1, p2
					);
parameter s0 = 2'd0, s1 = 2'd1, s2 = 2'd2, s3 = 2'd3;
reg[1:0] state;
reg[3:0] cnt;
initial
begin
	state <= s0;
	cnt <= 4'd0;
end
always @ (posedge clk)
begin
	cnt <= cnt + 4'd1;
	case(state)
	s0:
		if(cnt == 4'd3)
			state <= s1;
		else
			state <= s0;
	s1:
		if(cnt == 4'd5)
			begin
			state <= s2;
			cnt <= 4'd0;
			end
		else
			state <= s1;
	s2:
		if(cnt == 4'd3)
			state <= s3;
		else
			state <= s2;
	s3:
		if(cnt == 4'd5)
			begin
			state <= s0;
			cnt <= 4'd0;
			end
		else
			state <= s3;
	endcase
end
always @ (state)
begin
	case(state)
	s0:
	begin
		c1 <= 2'd0;
		c2 <= 2'd2;
		p1 <= 1'd1;
		p2 <= 1'd0;
	end
	s1:
	begin
		c1 <= 2'd1;
		c2 <= 2'd2;
		p1 <= 1'd1;
		p2 <= 1'd0;
	end	
	s2:
	begin
		c1 <= 2'd2;
		c2 <= 2'd0;
		p1 <= 1'd0;
		p2 <= 1'd1;
	end
	s3:
	begin
		c1 <= 2'd2;
		c2 <= 2'd1;
		p1 <= 1'd0;
		p2 <= 1'd1;
	end
	endcase
end
endmodule
```
`run.sh`:
```
#!/bin/bash
# OpenROAD 26Q1-2900-gdf79404cd8, Yosys 0.63+post, stock flow scripts
make -C /OpenROAD-flow-scripts/flow DESIGN_CONFIG=/design/flow/config.mk WORK_HOME=/design/flow/orfs finish
```
`config.mk`:
```
export PLATFORM = sky130hd
export DESIGN_NAME = semaforo
export DESIGN_NICKNAME = semaforo
export VERILOG_FILES = /design/flow/design.v
export SDC_FILE = /design/flow/constraint.sdc
export NUM_CORES = 4
export LEC_CHECK = 1
export CORE_AREA = 10 10 70 70
export DIE_AREA = 0 0 80 80
```
`constraint.sdc`:
```
current_design semaforo

set clk_period 1.6
set clk_io_pct 0.2

create_clock -name clk0 -period $clk_period [get_ports {clk}]

set non_clock_inputs [all_inputs -no_clocks]
set_input_delay [expr $clk_period * $clk_io_pct] -clock clk0 $non_clock_inputs
set_output_delay [expr $clk_period * $clk_io_pct] -clock clk0 [all_outputs]
```
==> summary.txt <==
Implementation status.

- The run finished with clean final reports.
- For this run, the final setup violation count is recorded as 0.
- The number of ports placed on the die boundary is 7.
- For reference, the most critical setup path is categorized as flip-flop to output pin.
- The post-layout period usage of the worst path is 0.946.
- The diode insertion count for antenna repair is 0.
- The layout cell share with drive strength beyond 1 is 0.243.
- The required arrival time at the worst endpoint is 1.28 ns.
- Per the CTS log, the buffer count on the longest clock path is 2.
- Looking at the clock tree report, the root buffer type is sky130_fd_sc_hd__clkbuf_4.
- The number of instances in the synthesized netlist is 31.
- The first-pass detailed-route iteration total is 3.
- The area occupied by registers is around 120 um2.
- The setup slack of the worst register-to-register path is 0.46 ns.
- The number of antenna violations at the first check in global routing is 0.
- The final weighted congestion recorded by global placement is approximately 0.75.
- The critical path's slowest stage uses the library cell sky130_fd_sc_hd__clkdlybuf4s50_1.
- The longest individual stage delay on the worst path is 0.47 ns.
- After layout, the minimum clock period comes to 1.51 ns.
- Setup repair after global routing left no endpoint under its margin.
- The largest fanout on the critical path is 5.
- The maximum frequency from static timing analysis is 0.661 GHz.
- The number of H-tree levels is 1.
- The share of synthesized area in the top cell type comes to 0.432.
- The synthesis report gives the async set-or-reset register share as 0.
- In the floorplan report the effective utilization is 0.0813.
- The flow reported a cell area power density of 706 mW/mm2.
- TritonCTS created 3 clock buffers.
- For this sky-water flow run, the detailed-routed wirelength per cell is reported as approximately 5.4 um.
- The worst setup path is captured at an output pin.
- The family with the most delay on the worst path is buffers and inverters.
- TritonCTS built the clock tree.
- The DRC violation count after routing is 0.
- After filler insertion, the fill cell instance count of the layout stands at 392.
- The die area is 0.00640 mm2.
- After clock tree synthesis, the setup repair step added 0 buffers.
- Post-CTS repair ended up resizing 0 cells.
- The aggregate global-route resource usage is 0.0151.
- Total power for the finished layout comes to 0.288 mW.
- After synthesis, the most frequently instantiated cells are sky130_fd_sc_hd__dfxtp_1, sky130_fd_sc_hd__inv_1, sky130_fd_sc_hd__o21ai_1.
- For the final routed database, the setup TNS stands at 0 ns.
- The count of final max-slew check failures is 0.
- Per the run summary, max-cap violations total 0.
- For reference, the critical path cell chain is nor2b_2 -> clkdlybuf4s50_1.
- The area inside the core boundary is 0.00342 mm2.
- The number of warnings reported in the yosys synthesis log is 1.
- The DRC violation total after the first TritonRoute iteration is 6.
- The total global routing overflow is 0.
- The maximum number of pins on one net before global-route repair is 6.
- After synthesis, the chip area reported by Yosys is between 200 and 300 um2.
- The combined buffer and inverter count along the critical path is 1.
- The final timing report lists a hold violation count of 0.
- The count of port buffers added during placement is 6.
- STA classifies the critical path startpoint as a flip-flop.
- The maximum ir drop on the vdd rail is 0.139 mV.
- In the Yosys stats the netlist draws on 17 distinct library cells.
- The non-filler instance count after layout is roughly 83.
- The number of global-route vias before repair came to 199.
- The worst setup slack before clock tree synthesis is 0.297 ns.
- The via total after detailed routing is ~210.
- Before any placement, the netlist area is recorded as 278 um2.
- The post-synth count of flops with an enable pin is 0.
- The flow measured a signed area growth from synthesis to layout of 46.8%.
- Yosys attributes the largest share of cell area to sky130_fd_sc_hd__dfxtp_1, sky130_fd_sc_hd__ha_1, sky130_fd_sc_hd__inv_1.
- The routed wire length is 452 um.
- Of the synthesized area, sequential elements account for 0.432.
- Across all checked pins, the minimum headroom to the slew limit is 0.849.
- The static leakage power is 0.129 nW.
- Per the placement report, the placed cell count is approximately 80.
- Summing all multi-input logic gate instances after layout gives 126 um2.
- The horizontal die size is 80 um.
- STA reports the tightest min-delay check as being of type flip-flop to flip-flop.
- sky130_fd_sc_hd__dfxtp_1 takes more of the synthesized area than any other cell.
- Summing over the stages, the warning tally comes to 26.
- The remaining number of nets flagged by the antenna check after routing is 0.
- The critical path in the final layout is reported with a setup slack of between 0.08 and 0.09 ns.
- In this run the vertical extent of the chip is 80 um.
- CTS saw 6 sinks.
- The via density per instance is 2.55.
- The hold buffer count at cts is 0.
- The number of storage elements in the synthesis netlist is 6.
- The first global-routing pass estimated 821 um of wire.
- The transition at the pin with the smallest max-transition slack is 0.226 ns.
- The most used flip-flop cell after synthesis is sky130_fd_sc_hd__dfxtp_1.
- The data arrival time of the critical path is 1.19 ns.
- The post-CTS clock slew at the launch and capture registers of the worst setup and hold paths is about 0.05 ns.
- The row count is 21.
- The synth_stat.txt file lists the number of cells as 31.
- The most repeated cell in the gate-level netlist after synthesis is sky130_fd_sc_hd__dfxtp_1.
- The clock arrives with 0.00529 ns of skew.
- The tightest hold margin is 0.457 ns.
- The average cell area after synthesis is 8.96 um2.
- The clock insertion delay at the later pin of the skew report is 0.24 ns.
## layer usage
metal	track usage	routed length [um]	vias to the layer above
li1	-	-	110
met1	0.0174	192	89
met2	0.0185	137	11
met3	0.0136	112	2
met4	0.00704	9	0
met5	0	0	-
## layout by cell type, fill, tap and decap left out, drive strengths merged
cell type	n
a21oi	1
and2	1
and3	1
clkbuf	3
clkdlybuf4s50	6
dfxtp	6
ha	2
inv	5
nand2	1
nand3	1
nor2	2
nor2b	1
nor3b	1
o211ai	1
o21ai	4
xnor2	1
## cell type report
| class | count | share of cell area |
|---|---|---|
| Tap cell | 46 | 0.141 |
| Multi-Input combinational cell | 17 | 0.310 |
| Timing Repair Buffer | 6 | 0.147 |
| Sequential cell | 6 | 0.301 |
| Inverter | 5 | 0.0460 |
| Clock buffer | 3 | 0.0552 |
## registers in the layout, summed over array words and instances (netlist names)
name,count
cnt,4
state,2
## final timing paths
| path | startpoint | to | cells after the start |
|---|---|---|---|
| max reg2reg | cnt[0]$_DFF_P_ | state[1]$_DFF_P_ | 4 |
| min reg2reg | cnt[0]$_DFF_P_ | cnt[0]$_DFF_P_ | 1 |
| max | state[0]$_DFF_P_ | c1[0] | 2 |
| min | cnt[0]$_DFF_P_ | cnt[0]$_DFF_P_ | 1 |
## logic make-up after synthesis
family / share of synthesized area
adders and majority gates: 0.0901
buffers and inverters: 0.122
xor gates and xnor gates: 0.0315
and+or+nand+nor: 0.207
AOI/OAI and AO/OA: 0.117
DFF: 0.432
## power breakdown
group | switching, mW | leakage (nW) | internal (mW)
Combinational | 0 | 0.0658 | 0
Clock | 0.0533 | 0.0138 | 0.0848
Sequential | 0 | 0.0493 | 0.150
Total | 0.0533 | 0.129 | 0.235
## metrics by stage
stage,util,instance area (um2)
6_report,0.119,408
3_5_place_dp,0.111,380
2_1_floorplan,-,278
5_1_grt,0.119,408
3_3_place_gp,0.111,380
4_1_cts,0.118,403
Power is estimated from default activity; no workload was simulated.
